`flow/run.sh`:
```
#!/bin/bash
# OpenROAD 26Q1-2900-gdf79404cd8, Yosys 0.63+post, stock flow scripts
make -C /OpenROAD-flow-scripts/flow DESIGN_CONFIG=/design/flow/config.mk WORK_HOME=/design/flow/orfs finish
```
`flow/config.mk`:
```
export PLATFORM = sky130hd
export DESIGN_NAME = lead_1_index
export DESIGN_NICKNAME = lead_1_index
export VERILOG_FILES = /design/flow/design.v
export SDC_FILE = /design/flow/constraint.sdc
export NUM_CORES = 4
export LEC_CHECK = 1
export CORE_AREA = 10 10 70 70
export DIE_AREA = 0 0 80 80
```
`flow/constraint.sdc`:
```
current_design lead_1_index

set clk_period 2.3
set clk_io_pct 0.2

create_clock -name clk0 -period $clk_period

set non_clock_inputs [all_inputs -no_clocks]
set_input_delay [expr $clk_period * $clk_io_pct] -clock clk0 $non_clock_inputs
set_output_delay [expr $clk_period * $clk_io_pct] -clock clk0 [all_outputs]
```
`flow/design.v`:
```
module lead_1_index #(
  parameter N = 8,
  localparam W = $clog2(N)
)(
  input wire [N-1:0] data,
  output logic [W-1:0] index,
  output valid
);
  logic found;
  always_comb begin
    index = '0;
    found = 1'b0;
    for(int i=N-1; i>=0; i--) begin
      if(!found) begin  
        if(data[i]) begin  
          index = i[W-1:0];
          found = 1'b1;
        end 
      end 
    end 
  end 
  assign valid = |data;
endmodule
```
==> flow_summary.ini <==
; physical design summary
[finish]
area.growth.synth_to_final_pct = 295
layout.clock_buffers = 0
share_of_layout_cells_above_drive_strength_1 = 0.231
final-seq-area_sq_um = 0
most-common-layout-cells = sky130_fd_sc_hd__clkdlybuf4s50_1 (5), sky130_fd_sc_hd__dlygate4sd2_1 (5), sky130_fd_sc_hd__nor2_1 (3), sky130_fd_sc_hd__buf_4 (3)
finalNonFillerCells = 72
seq_cells = 0
design_area_sq_um = 272

[placement]
globalplace.congestion = 0.769
dp_cells = 73
standard_cell_area_after_detailed_placement_sq_um = 277
detailed_place_hpwl_microns = 391
port_buffers = 12

[timing]
report.final.slew_viol_count = 0
fin_crit_ps = 2210
setup_repair_after_global_routing_missed_its_margin = true
tightestPinTransition_ps = 205
maxSlewHeadroom = 0.862
timing.final.crit_share = 0.961
fmax_mhz = 452
finalSetupViolCount = 0
final.setup.tns_ps = 0
timing_hold_violations_final = 0

[drt]
detailedRoute.firstIterationViolations = 1
detailed_routing_iterations_pass_1 = 2
antenna_left = 0
via_per_inst = 1.92
total_inserted_antenna_cells = 0
drt-wirelength-per-cell_microns = 5.99
wl_microns = 431
drc = 0
routed-via-count = 138

[worst_setup_path]
criticalPathCategory = input pin to primary output
timing.critical_path.mode_cell = sky130_fd_sc_hd__dlygate4sd2_1
timing.critical_path.cells = dlygate4sd2_1 -> or4_4 -> nor3_4 -> a211o_2 -> dlygate4sd2_1
cp_slowest_cell = sky130_fd_sc_hd__or4_4
worstSetupEndpointType = primary output
critPathBufInv = 2
worst_path_arrival_time_ps = 1750
cpLargestDelayFamily = simple AND/OR/NAND/NOR gates
crit_path_start_kind = input pin
crit_path_max_incr_delay_ps = 530
cp.required_ps = 1840
worst_path_max_fanout = 2

[global_routing]
grt_pass1_vias = 161
gr-total-overflow = 0
global_route.usage.total = 0.0125
grt_antenna_before_repair = 0
grt_first_pass_wirelength_microns = 703
maximum_number_of_pins_on_one_net_before_global_route_repair = 4

[power]
vdd_ir_drop_max_uv = 11.6
power_leakage_uw = 0.000104
power_density_mw_per_mm2 = 106

[clock_network]
post_cts_buffers = 0
hold_buffers = 0

[synthesis]
syn_avg_cell_area_sq_um = 6.26
yosys.area.top_type_share = 0.164
yosys_area_sq_um = 68.8
netlist.top_cell.by_area = sky130_fd_sc_hd__nor2_1
netlist_instances = 11
yosysWarnings = 1
postSynthSeqShare = 0
netlist-cell-type-count = 9
synth.top_cells.by_area = sky130_fd_sc_hd__nor2_1 (16%), sky130_fd_sc_hd__or4_4 (16%), sky130_fd_sc_hd__a211o_2 (15%), sky130_fd_sc_hd__nor3_2 (15%), sky130_fd_sc_hd__o31ai_1 (11%)
synth_area_sq_um = 68.8
synth-cells-yosys = 11

[run]
timing.max_cap.violations = 0
openroad_warnings = 33

[die]
die_w_microns = 80
core_util_floorplan = 0.0201
die_h_microns = 80
core_area_sq_mm = 0.00342
ios = 12
die-area_sq_mm = 0.00640
floorplan.rows = 21

[outcome]
run_status = completed

[hold_path]
hold_path.class = input pin to primary output
## worst min-delay path, stage by stage
cell and delay [ps]:
sky130_fd_sc_hd__dlymetal6s2s_1 160, sky130_fd_sc_hd__nor3_4 70, sky130_fd_sc_hd__nand2_1 40, sky130_fd_sc_hd__dlygate4sd2_1 200
## through the flow
stage | hold WS, ps | worst slack [ps] | power [uW] | util
after floorplan | 954 | 614 | 5.03 | -
after global placement | 1870 | -404 | 31.9 | 0.0810
after detailed placement | 1870 | -396 | 32.0 | 0.0810
after CTS | 1550 | 17.9 | 29.7 | 0.0788
after global routing | 1440 | -30.5 | 32.4 | 0.0795
final | 1400 | 89.0 | 28.9 | 0.0795
## logic make-up (layout without fill, tap and decap cells)
family,Yosys count,after routing,share of synthesized area
simple gates,7,7,0.618
compound gates,3,3,0.327
buf+inv,1,16,0.0545
## final cells by class
type | count | area, sq um
fillers | 408 | 3140
well taps | 46 | 57.6
multi-input cells | 10 | 71.3
inverters | 1 | 3.75
repair buffers | 15 | 139
## layer usage
metal,track usage,up-vias,share of wire
met4,0,0,0
met3,0.00341,0,0.13
met5,0,-,0
li1,-,73,-
met2,0.0209,8,0.40
met1,0.0165,57,0.47
## worst paths after layout
kind / startpoint / endpoint / slack (ps) / cells past startpoint
min: data[3] / valid / 1400 / 4
max: data[6] / index[0] / 90 / 5
## synthesized netlist by cell type (all sizes together)
library cell / instances
a211o: 1
a21oi: 1
inv: 1
nand2: 1
nand2b: 1
nor2: 3
nor3: 1
o31ai: 1
or4: 1
## repair_timing
action	in CTS	in global routing
resized	8	1
pin swaps	3	1
setup endpoints to repair	3	2
## where the power goes
| group | leakage [uW] | internal (uW) | switching [uW] | total (uW) |
|---|---|---|---|---|
| combinational | 0.000104 | 19.5 | 9.37 | 28.9 |
| clock | 0 | 0 | 0 | 0 |
| sequential | 0 | 0 | 0 | 0 |
| total | 0.000104 | 19.5 | 9.37 | 28.9 |
Power is estimated from default activity; no workload was simulated.
