File: config.mk
export PLATFORM = sky130hd
export DESIGN_NAME = count_zeros
export DESIGN_NICKNAME = count_zeros
export VERILOG_FILES = /design/flow/design.v
export SDC_FILE = /design/flow/constraint.sdc
export NUM_CORES = 4
export LEC_CHECK = 1
export CORE_AREA = 10 10 70 70
export DIE_AREA = 0 0 80 80
File: constraint.sdc
current_design count_zeros

set clk_period 3.7
set clk_io_pct 0.2

create_clock -name clk0 -period $clk_period

set non_clock_inputs [all_inputs -no_clocks]
set_input_delay [expr $clk_period * $clk_io_pct] -clock clk0 $non_clock_inputs
set_output_delay [expr $clk_period * $clk_io_pct] -clock clk0 [all_outputs]
File: design.v
module count_zeros #(
  parameter N = 8,
  localparam W = $clog2(N)
)(
  input wire [N-1:0] data,
  output logic [W-1:0] count,
  output logic valid
);
  logic hit_one;
always_comb begin
  count   = '0;
  hit_one = 1'b0;
  for (int i = N-1; i >= 0; i--) begin
    if (!hit_one) begin
      if (data[i])
        hit_one = 1'b1;
      else
        count++;
    end
  end
end
  assign valid = |data;
endmodule
File: run.sh
#!/bin/bash
# OpenROAD 26Q1-2900-gdf79404cd8, Yosys 0.63+post, stock flow scripts
make -C /OpenROAD-flow-scripts/flow DESIGN_CONFIG=/design/flow/config.mk WORK_HOME=/design/flow/orfs finish
==> flow_summary.yaml <==
# generated from flow reports
worst_setup_path:
  crit_chain: "buf_8, a21oi_4, ha_4, o31a_1, ha_1, mux2_4, o31a_1, ha_1, nand2_1, nand2_2, ha_4, mux2i_1, o21ai_1, ha_2, nor2b_4, mux2i_2, mux2i_1, mux2i_1, mux2i_1, buf_2"
  start_kind: "primary input"
  slowest_delay_ns: 0.31
  cpMostUsedCell: "mux2i_1"
  crit_fanout: 2
  path_class: "in2out"
  crit_slowest_cell: "o31a_1"
  arrival_ns: 4.56
  crit_path_end_kind: "output pin"
  worstPathRequired_ns: 2.96
detailed_routing:
  post-route-drc-count: 0
  drtIter0Drc: 1
  antenna_cells: 0
  avgViaCountPerCell: 3.35
  via_count: 412
  wl_um: 958
  dr.pass1.iters: 4
  wl_per_cell_um: 7.79
  ant_nets: 0
global_route:
  grt_pass1_vias: 408
  grt_max_degree: 8
  grt_pass1_wl_um: 1580
  grt-ovfl-total: 0
  gr-usage-all-layers_pct: 2.84
  antenna_found_initial: 0
placed_design:
  portBuffers: 12
  placed_cell_area_sq_um: 628
  dp.final_hpwl_um: 800
  place_ws_ns: -2.50
  routabilityCongestion: 0.798
final_layout:
  ff_count: 0
  final_area_sq_um: 711
  clkbuf_count: 0
  drive_above_1_share_pct: 45.5
  seq_area_sq_um: 0
  final_util_pct: 20.8
  synthToLayoutAreaGrowth_pct: 106
  nFillCells: 390
yosys:
  yosys.stat.seqShare_pct: 0
  topCellsByArea: "ha_1 (18%), mux2i_1 (17%), nor2_1 (7.6%)"
  yosys_warnings: 1
  ys_cells: 48
  netlist_instances: 48
  synth_top_area_share_pct: 18.1
  synth_cell_type_count: 19
  yosys.area.top_type: "ha_1"
  syn-cell-area_sq_um: 345
  yosysChipArea_sq_um: 345
  avgSynthCellArea_sq_um: 7.19
sta:
  slew_violations: 0
  hold_viol_final: 0
  final.setup.worst_slack_ns: -1.60
  tightestPinTransition_ns: 0.181
  rsz0062_at_grt: "true"
  slew_headroom_pct: 87.6
  setup_viol: 2
  clock.fmax_mhz: 189
  finalClockPeriodUsage_pct: 143
  fin_crit_ns: 5.30
floorplanning:
  fp-utilization_pct: 10.1
  rows: 21
  core_area_sq_mm: 0.00342
  ios: 12
  chip_area_sq_mm: 0.00640
  die_w_um: 80
  die_y_um: 80
outcome:
  violations: "negative setup slack"
  status: "complete, but fails checks"
flow_run:
  maxCapViolations: 0
  warning_count: 35
power:
  ir_drop_uv: 34.8
  p_leak_nw: 0.322
  powerDensity_mw_per_mm2: 98.8
cts:
  postCtsHoldBufs: 0
hold_path:
  min_path_type: "in2out"
cells in the mapped netlist (2+ instances only):
cell	n
nor2_1	7
mux2i_1	6
a21oi_1	5
ha_1	5
nand2_1	4
nor2b_1	4
inv_1	3
o21ai_0	2
o31a_1	2
report_power, final:
group,internal (mW),switching [mW],total (mW)
Clock,0,0,0
Sequential,0,0,0
Combinational,0.0430,0.0273,0.0702
routing by layer:
metal  global-route usage [%]  up-vias  wire, um
met1                     3.89      175       514
met2                     5.14        7       414
li1                         -      230         -
met4                        0        0         0
met3                        0        0        30
met5                        0        -         0
layout by cell type (no fill, tap or decap), types with 3 or more instances in the layout:
master and n:
nand2_1 3, a21oi_1 4, clkdlybuf4s50_1 6, buf_4 18, nor2b_1 4, nor2_1 6
mux2i_1 5
path summary, 6_finish.rpt:
kind | end | from | depth (start not counted)
worst max-delay path | count[2] | data[5] | 20
worst min-delay path | count[2] | data[6] | 6
worst max-delay path, delay by kind of cell:
family / cells / cell delay, ns
adder cells (fa/ha/maj): 5 / 1.24
multiplexers: 6 / 1.23
AND-OR/OR-AND: 4 / 0.86
AND/OR/NAND/NOR: 3 / 0.27
buffers and inverters: 2 / 0.21
through the flow:
step                      setup TNS [ns]  power [mW]  instances  hold slack, ns
final                              -2.59      0.0702        123            1.96
after global routing               -3.04      0.0781        123            2.02
after CTS                          -2.63      0.0629        122            2.02
after detailed placement           -4.38      0.0561        119            2.66
after global placement             -4.32      0.0553        119            2.66
after floorplan                    -1.81      0.0256         48            1.54
timing repair:
| action | CTS | global route |
|---|---|---|
| gates resized | 27 | 10 |
| pin swaps | 9 | 9 |
| setup buffers | 3 | 1 |
| endpoints found under the setup margin | 2 | 2 |
kinds of logic after synthesis:
logic type,count (synthesis),synth area share [%]
AOI/OAI and AO/OA,10,17.4
adders and majority gates,5,18.1
buffers and inverters,4,6.52
muxes,7,20.7
and+or+nand+nor,22,37.3
final cells by class:
cell class | instances | area [sq um] | share of cell area [%]
inverter | 3 | 13.8 | 1.94
multi-input combinational | 44 | 384 | 54.0
tap | 46 | 57.6 | 8.10
timing repair buffer | 30 | 255 | 35.9
Power figures rest on the tool's default switching activity, not on a simulated workload.
