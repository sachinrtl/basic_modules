==> /design/flow/design.v <==
module fix_series (
     input wire clk,
     input wire rst_n,
     output logic [31:0] fib_out
);
  logic valid_out;   
  always_ff @(posedge clk or negedge rst_n) begin
    if(!rst_n)
      valid_out <= 1'b0;
    else
      valid_out <= 1'b1;
  end
  logic [31:0] n_1;
  logic [31:0] n_2;
  logic [31:0] fib_nxt;
  always_ff @(posedge clk or negedge rst_n) begin
    if(!rst_n) begin
       n_2 <= '0;
       n_1 <= '0;
    end else if(valid_out) begin
       n_2 <= n_1;
       n_1 <= fib_nxt;
    end
  end
  assign fib_nxt = n_1 + n_2;
  assign fib_out = n_2;
endmodule
==> /design/flow/run.sh <==
#!/bin/bash
# OpenROAD 26Q1-2900-gdf79404cd8, Yosys 0.63+post, stock flow scripts
make -C /OpenROAD-flow-scripts/flow DESIGN_CONFIG=/design/flow/config.mk WORK_HOME=/design/flow/orfs finish
==> /design/flow/config.mk <==
export PLATFORM = sky130hd
export DESIGN_NAME = fix_series
export DESIGN_NICKNAME = fix_series
export VERILOG_FILES = /design/flow/design.v
export SDC_FILE = /design/flow/constraint.sdc
export NUM_CORES = 4
export LEC_CHECK = 1
export CORE_UTILIZATION = 50
==> /design/flow/constraint.sdc <==
current_design fix_series

set clk_period 7.9
set clk_io_pct 0.2

create_clock -name clk0 -period $clk_period [get_ports {clk}]

set non_clock_inputs [all_inputs -no_clocks]
set_input_delay [expr $clk_period * $clk_io_pct] -clock clk0 $non_clock_inputs
set_output_delay [expr $clk_period * $clk_io_pct] -clock clk0 [all_outputs]
==> out/qor.yml <==
layout:
  drive_above_1_share_pct: 19.3
  fillerInstances: 654
  final_util_pct: 60.1
  layout-area-overhead-vs-synth_pct: 16.1
sta:
  finClkSkew_ns: 0.00342
  period_needed_ns: 3.18
  hold_violations: 0
  finalSetupViolations: 0
  fmax_mhz: 314
  rsz0062_at_grt: "no"
  slew_violations: 0
  fin_setup_tns_ns: 0
  period_used_pct: 40.3
  slew_headroom_pct: 52.3
  worstMarginPinSlew_ns: 0.716
synthesis:
  ys_async_sr_fraction_pct: 100
  synth_flops: 65
  edf_count: 0
  yosys_most_used_dff: "dfrtp_1"
  synth_warnings: 1
  synth-area-yosys_um2: 4020
  top_cell_area_share_pct: 40.4
  most_common_cell: "dfrtp_1"
  synth.distinct_cells: 52
  ys_top_cells_by_count: "dfrtp_1, mux2_2, ha_1"
  top_area_cell: "dfrtp_1"
  synth.avg_cell_area_um2: 10.8
  syn_inst: 374
  area_leaders: "dfrtp_1, mux2_2, ha_1"
  ys_seq_share_pct: 40.4
  synth.cell_area_um2: 4020
  ys_cells: 374
critical_path:
  crit_path_start_kind: "flip-flop"
  critPathArrivalTime_ns: 3.41
  path_max_fanout: 3
  required_ns: 8.13
  path_class: "reg2reg"
  worstSetupEndpointType: "flip-flop"
floorplan:
  fp-utilization_pct: 51.8
  die_x_um: 91.7
  fp-row-count: 32
  core_area_um2: 7770
  chipHeight_um: 91.7
  ioPinCount: 34
  chipArea_um2: 8410
detailed_routing:
  drc: 0
  ant_nets: 0
  antenna_cells: 0
  wl_per_cell_um: 14.8
  first_iter_violations: 119
  viasPerCell: 5.69
  drt_wl_total_um: 7560
  vias: 2912
  drt-pass1-iter-count: 4
power:
  total_power_mw: 2.24
  power_density_nw_per_um2: 479
  p_leak_nw: 2.17
  peakVddDrop_uv: 263
run:
  warning_count: 26
  drv_cap: 0
cts:
  clock_latency_ns: 0.34
  cts_tree: "yes"
  numCtsBuffers: 9
  cts-resized-gates: 0
  cts_max_level: 3
  clk_pin_slew_ns: 0.07
  clk_path_buf_depth: 2
  cts_setup_buffers: 0
  clkSinkCount: 65
  cts_hold_buf: 0
  cts_root_buffer: "clkbuf_8"
place:
  gp_congestion: 0.837
  dpl.hpwl_um: 5480
  io_buffer_count: 33
global_route:
  grt-ovfl-total: 0
  grt_pass1_wl_um: 13300
  grt_start_max_net_pins: 40
  grt_pass1_vias: 2836
  grt_use_total_pct: 20.3
  antenna_found_initial: 0
hold_path:
  hold_class: "reg2reg"
status:
  outcome: "finished clean"
routing by layer:
metal  GRT usage [%]  share of wire (%)
met1            31.7                 50
met2            31.8                 45
met3            3.29                3.5
met4            3.17                1.5
met5               0                  0
layout by cell type, fill, tap and decap left out, types with 3 or more instances in the layout:
| cell type | Yosys | routed |
|---|---|---|
| clkdlybuf4s50_1 | 0 | 32 |
| ha_1 | 31 | 31 |
| a21oi_1 | 25 | 25 |
| o21a_1 | 6 | 6 |
| nor3b_1 | 3 | 3 |
| xor2_1 | 8 | 8 |
| dfrtp_1 | 65 | 64 |
| a211oi_1 | 5 | 5 |
| o31ai_1 | 5 | 5 |
| o211ai_1 | 7 | 7 |
| clkbuf_8 | 0 | 9 |
| nand3_1 | 6 | 6 |
| xnor2_1 | 16 | 16 |
| a31oi_1 | 4 | 4 |
| bufinv_16 | 0 | 3 |
| nand4_1 | 3 | 3 |
| a21boi_0 | 3 | 3 |
| mux2_2 | 54 | 54 |
| nor2_1 | 11 | 11 |
| and3_1 | 3 | 3 |
| inv_1 | 8 | 8 |
| nor3_1 | 4 | 4 |
| o21ai_0 | 14 | 14 |
| a21o_1 | 18 | 18 |
| o21bai_1 | 3 | 3 |
| nand2_1 | 27 | 27 |
final timing paths:
path | from | endpoint | slack (ns) | cells after the start
worst min register to register | n_1[31]$_DFFE_PN0P_ | n_1[31]$_DFFE_PN0P_ | 0.48 | 1
min in group asynchronous | rst_n | n_2[24]$_DFFE_PN0P_ | 1.29 | 1
worst max-delay path | n_2[0]$_DFFE_PN0P_ | n_1[28]$_DFFE_PN0P_ | 4.72 | 10
worst min-delay path | n_1[31]$_DFFE_PN0P_ | n_1[31]$_DFFE_PN0P_ | 0.48 | 1
worst max register to register | n_2[0]$_DFFE_PN0P_ | n_1[28]$_DFFE_PN0P_ | 4.72 | 10
max in group asynchronous | rst_n | n_1[26]$_DFFE_PN0P_ | 5.73 | 2
stage by stage:
| stage | worst slack [ns] | instances | hold slack, ns | area [um2] |
|---|---|---|---|---|
| floorplan | 5.00 | 374 | 0.441 | 4020 |
| global placement | 4.75 | 496 | 0.465 | 4430 |
| detailed placement | 4.74 | 496 | 0.468 | 4430 |
| CTS | 4.70 | 512 | 0.478 | 4670 |
| global route | 4.48 | 512 | 0.504 | 4670 |
| finish | 4.72 | 512 | 0.476 | 4670 |
power by group:
group | internal, mW | total, mW | leakage (nW) | switching (mW)
logic | 0.683 | 1.32 | 1.26 | 0.636
registers | 0.475 | 0.581 | 0.795 | 0.106
clock network | 0.210 | 0.337 | 0.118 | 0.127
total | 1.37 | 2.24 | 2.17 | 0.869
critical path: stages, from the launching register on:
cell and delay, ns:
dfrtp_1 0.39, ha_1 0.25, fa_1 0.42, a21o_1 0.22, a221oi_2 0.33, o21ai_0 0.30
o221ai_1 0.25, o211ai_1 0.21, a221oi_1 0.32, xnor2_1 0.10, mux2_2 0.26
logic make-up after synthesis:
logic type | after synthesis | synth area share [%]
AOI/OAI and AO/OA | 110 | 19.0
muxes | 55 | 15.4
other | 1 | 0.0933
DFF | 65 | 40.4
adders and majority gates | 32 | 10.1
xor gates and xnor gates | 24 | 5.23
buffers and inverters | 23 | 2.15
and+or+nand+nor | 64 | 7.59
registers in the layout, indices dropped and copies added, names as in the netlist:
| name | count |
|---|---|
| n_1 | 32 |
| valid_out | 1 |
| n_2 | 32 |
area by class of cell:
type                       instances  area [um2]  share of cell area [%]
multi-input combinational        286        2310                    49.4
timing repair buffer              35         340                    7.29
clock buffer                      11         131                    2.81
sequential                        65        1630                    34.9
inverter                           8        30.0                   0.643
clock inverter                     5         104                    2.22
tap                              102         128                    2.73
No activity file was given, so power comes from the tool's default toggle rates.
